==> ./run.sh <==
#!/bin/bash
# OpenROAD 26Q1-2900-gdf79404cd8, Yosys 0.63+post, stock flow scripts
make -C /OpenROAD-flow-scripts/flow DESIGN_CONFIG=/design/flow/config.mk WORK_HOME=/design/flow/orfs finish
==> ./config.mk <==
export PLATFORM = sky130hd
export DESIGN_NAME = CRC
export DESIGN_NICKNAME = CRC
export VERILOG_FILES = /design/flow/design.v
export SDC_FILE = /design/flow/constraint.sdc
export NUM_CORES = 4
export LEC_CHECK = 1
export CORE_AREA = 10 10 92 92
export DIE_AREA = 0 0 102 102
==> ./constraint.sdc <==
current_design CRC

set clk_period 2.1
set clk_io_pct 0.2

create_clock -name clk0 -period $clk_period [get_ports {clk}]

set non_clock_inputs [all_inputs -no_clocks]
set_input_delay [expr $clk_period * $clk_io_pct] -clock clk0 $non_clock_inputs
set_output_delay [expr $clk_period * $clk_io_pct] -clock clk0 [all_outputs]
==> ./design.v <==
module CRC(
  input [7:0] data_in,
	input load,
  input crc_en,
  output [15:0] crc_out,
  input rst,
  input clk);
  reg [15:0] lfsr_q,lfsr_c;
  assign crc_out = lfsr_q;
  always @(*) begin
    lfsr_c[0] = lfsr_q[8] ^ lfsr_q[9] ^ lfsr_q[10] ^ lfsr_q[11] ^ lfsr_q[12] ^ lfsr_q[13] ^ lfsr_q[14] ^ lfsr_q[15] ^ data_in[0] ^ data_in[1] ^ data_in[2] ^ data_in[3] ^ data_in[4] ^ data_in[5] ^ data_in[6] ^ data_in[7];
    lfsr_c[1] = lfsr_q[9] ^ lfsr_q[10] ^ lfsr_q[11] ^ lfsr_q[12] ^ lfsr_q[13] ^ lfsr_q[14] ^ lfsr_q[15] ^ data_in[1] ^ data_in[2] ^ data_in[3] ^ data_in[4] ^ data_in[5] ^ data_in[6] ^ data_in[7];
    lfsr_c[2] = lfsr_q[8] ^ lfsr_q[9] ^ data_in[0] ^ data_in[1];
    lfsr_c[3] = lfsr_q[9] ^ lfsr_q[10] ^ data_in[1] ^ data_in[2];
    lfsr_c[4] = lfsr_q[10] ^ lfsr_q[11] ^ data_in[2] ^ data_in[3];
    lfsr_c[5] = lfsr_q[11] ^ lfsr_q[12] ^ data_in[3] ^ data_in[4];
    lfsr_c[6] = lfsr_q[12] ^ lfsr_q[13] ^ data_in[4] ^ data_in[5];
    lfsr_c[7] = lfsr_q[13] ^ lfsr_q[14] ^ data_in[5] ^ data_in[6];
    lfsr_c[8] = lfsr_q[0] ^ lfsr_q[14] ^ lfsr_q[15] ^ data_in[6] ^ data_in[7];
    lfsr_c[9] = lfsr_q[1] ^ lfsr_q[15] ^ data_in[7];
    lfsr_c[10] = lfsr_q[2];
    lfsr_c[11] = lfsr_q[3];
    lfsr_c[12] = lfsr_q[4];
    lfsr_c[13] = lfsr_q[5];
    lfsr_c[14] = lfsr_q[6];
    lfsr_c[15] = lfsr_q[7] ^ lfsr_q[8] ^ lfsr_q[9] ^ lfsr_q[10] ^ lfsr_q[11] ^ lfsr_q[12] ^ lfsr_q[13] ^ lfsr_q[14] ^ lfsr_q[15] ^ data_in[0] ^ data_in[1] ^ data_in[2] ^ data_in[3] ^ data_in[4] ^ data_in[5] ^ data_in[6] ^ data_in[7];
  end  
  always @(posedge clk, posedge rst) begin
    if(rst) begin
      lfsr_q <= {16{1'b1}};
    end
    else begin
			if(load) begin
      lfsr_q <= crc_en ? lfsr_c : lfsr_q;
    	end
		end
  end  
endmodule  
==> reports/metrics.yaml <==
place:
  gp_congestion: 0.7318
  place_area_um2: 1249
  dp_hpwl_mm: 1.707
  numPortBuffers: 27
  dp_cells: 178
timing:
  worst_slew_pin_slew_ps: 641.6
  finalSetupViolCount: 0
  fmax_mhz: 506.6
  finalCritPeriodShare_pct: 93.99
  relSlewSlack_pct: 57.18
  final_max_slew_viol_count: 0
  rsz0062_at_grt: "no"
  finalHoldViolations: 0
  skew_ps: 4.753
  fin_crit_ps: 1974
final_layout:
  utilization_pct: 20.19
  fin_area_um2: 1304
  largest_register_ffs: 16
  nFillCells: 708
  largestRegisters: "lfsr_q x16"
  fin_cells: 182
  largest-register: "lfsr_q"
  syn2layout_area_growth_pct: 50.36
  drive_above_1_share_pct: 34.29
detailed_routing:
  antennaDiodeCount: 0
  antenna_left: 0
  drtPass1Iterations: 4
  wl_per_cell_um: 11.59
  viasPerCell: 3.049
  drc_errors: 0
  wl_mm: 2.110
  vias: 555
  drt_iter0_drc: 8
synthesis:
  synthCells: 73
  ys_warn_count: 1
  ys_sh_adder_pct: 0
  numSynthFlops: 16
  compound_area_share_pct: 6.349
  mux_share_pct: 6.494
  syn_avg_cell_area_um2: 11.88
  ys_cells: 73
  synth_seq_share_pct: 48.48
  yosysUniqueCellTypes: 13
  yosys_area_um2: 867.1
  synthesis.area_um2: 867.1
  xor_area_share_pct: 27.85
  synthTopLogicFamily: "XOR/XNOR gates"
  yosys.area_share.simple_pct: 5.195
global_route:
  overflow: 0
  grt_pass1_wl_mm: 3.346
  track_usage_pct: 4.162
  grt_max_degree: 17
  grt_pass1_vias: 595
  antenna_found_initial: 0
clock_tree:
  ctsResizeCount: 0
  clk_pin_slew_ps: 70
  hold_buffers: 0
  insertion_delay_ps: 250
  cts_buffers: 3
  cts_root_buf: "clkbuf_8"
  cts.sinks: 16
  cts_tree: "yes"
  clock_path_buffers: 2
  post_cts_buffers: 0
  htree_levels: 1
status:
  status: "completed"
power_and_ir_drop:
  powerDensity_nw_per_um2: 1747
  peakVddDrop_mv: 0.9281
  leakagePower_nw: 0.5086
floorplan:
  dieWidth_um: 102
  core_um2: 6459
  dieArea_um2: 10400
  io_pins: 28
  die_h_um: 102
  fp_util_pct: 13.43
  placementRows: 29
setup_path:
  cp-start-kind: "primary input"
  critPathCaptureType: "flop"
  arrival_ps: 2150
  worstSetupPathType: "primary input to flop"
  required_ps: 2280
  path_max_fanout: 3
hold_path:
  hold_class: "flop to flop"
run:
  cap_violations: 0
  warning_count: 25
[through the flow]
step / power (mW) / hold slack, ps / setup WS (ps) / setup TNS (ps)
after detailed placement: 2.047 / 468.6 / -107.3 / -188.1
after CTS: 2.343 / 487.1 / 142.3 / 0
after floorplan: 1.517 / 449.3 / 371.5 / 0
after global placement: 2.027 / 468.5 / -117.6 / -232.2
after global routing: 2.474 / 499.1 / 56.25 / 0
final: 2.278 / 481.8 / 126.1 / 0
[cell usage in the layout (no fill, tap or decap)]
cell | Yosys | layout
buf_4 | 5 | 8
clkbuf_8 | 0 | 4
clkdlybuf4s50_1 | 0 | 27
dfstp_2 | 16 | 16
inv_1 | 1 | 1
mux2_2 | 5 | 5
nand2_1 | 12 | 12
o21ai_0 | 10 | 10
o21ai_1 | 1 | 1
xnor2_1 | 14 | 14
xnor2_2 | 2 | 2
xnor3_1 | 2 | 2
xnor3_2 | 1 | 1
xor2_1 | 2 | 2
[path summary, 6_finish.rpt]
check	start	end	slack [ps]	depth (start not counted)
worst max-delay path	data_in[2]	lfsr_q[15]	130	6
worst min-delay path	lfsr_q[5]	lfsr_q[5]	480	2
worst max register to register	lfsr_q[10]	lfsr_q[15]	280	5
worst min register to register	lfsr_q[5]	lfsr_q[5]	480	2
max in group asynchronous	rst	lfsr_q[4]	1140	2
min in group asynchronous	rst	lfsr_q[11]	920	2
[synth_stat cells]
library cell | count | area [um2]
xnor2_1 | 14 | 122.6
xnor3_1 | 2 | 45.04
inv_1 | 1 | 3.750
xnor3_2 | 1 | 23.77
clkbuf_1 | 2 | 7.510
o21ai_0 | 10 | 50.05
xnor2_2 | 2 | 32.53
o21ai_1 | 1 | 5.000
dfstp_2 | 16 | 420.4
nand2_1 | 12 | 45.04
mux2_2 | 5 | 56.30
buf_4 | 5 | 37.54
xor2_1 | 2 | 17.52
[critical path, stage by stage]
cell,delay (ps)
clkdlybuf4s50_1,420
xnor2_1,300
xnor2_1,190
xnor3_2,490
xnor3_1,190
o21ai_1,140
[routing by layer]
layer	GRT usage (%)	up-vias	wire (um)
met1	5.848	241	952
met5	0	-	0
met4	0.5423	0	25
met3	1.772	2	177
li1	-	296	-
met2	5.975	16	955
[cells by family (layout without fill, tap and decap cells)]
| group | count (synthesis) | after routing |
|---|---|---|
| AOI/OAI and AO/OA | 11 | 11 |
| xor gates and xnor gates | 21 | 21 |
| buffers and inverters | 8 | 40 |
| DFF | 16 | 16 |
| muxes | 5 | 5 |
| and+or+nand+nor | 12 | 12 |
[power breakdown]
part / internal [mW] / leakage (nW) / switching (mW)
registers: 0.573 / 0.168 / 0.132
clock network: 0.166 / 0.0288 / 0.105
logic: 0.879 / 0.312 / 0.423
total: 1.62 / 0.509 / 0.660
[final cells by class]
cell class	instances	area [um2]	share of cell area (%)
Multi-Input combinational cell	49	397.9	30.52
Inverter	1	3.754	0.2879
Tap cell	77	96.34	7.390
Sequential cell	16	420.4	32.25
Timing Repair Buffer	35	330.3	25.34
Clock buffer	4	55.05	4.223
No activity file was given, so power comes from the tool's default toggle rates.
